### flow/design.v
module mjr #(parameter p_width=1)
						(
							input [p_width-1:0] dataInput1, dataInput2, dataInput3,
							output logic errorInChannel1, errorInChannel2, errorInChannel3, errorInData,
							output logic [p_width-1:0] dataOutput,
							output logic [p_width-1:0] errorVector
						);
logic [p_width-1:0] error_ch1, error_ch2, error_ch3;
assign errorInChannel1 = | (error_ch1);
assign errorInChannel2 = | (error_ch2);
assign errorInChannel3 = | (error_ch3);
assign errorInData = | (errorVector); 
generate
genvar  i;
for (i=0; i<p_width; i=i+1)
	begin
		assign 	errorVector[i] = error_ch1[i] | error_ch2[i] | error_ch3[i]; 
		assign dataOutput[i]=(dataInput1[i] & dataInput2[i]) 
								| (dataInput1[i] & dataInput3[i])
								| (dataInput2[i] & dataInput3[i]); 
		assign error_ch1[i] = ((!dataInput1[i]) & (dataInput2[i]) & (dataInput3[i])) | ((dataInput1[i]) &  (!dataInput2[i]) & (!dataInput3[i]));
		assign error_ch2[i] = ((dataInput1[i]) & (!dataInput2[i]) & (dataInput3[i])) | ((!dataInput1[i]) & (dataInput2[i]) & (!dataInput3[i])) ; 
		assign error_ch3[i] = ((dataInput1[i]) & (dataInput2[i]) & (!dataInput3[i])) | ((!dataInput1[i]) & (!dataInput2[i]) & (dataInput3[i])) ;
	end
endgenerate
endmodule
### flow/constraint.sdc
current_design mjr

set clk_period 1.0
set clk_io_pct 0.2

create_clock -name clk0 -period $clk_period

set non_clock_inputs [all_inputs -no_clocks]
set_input_delay [expr $clk_period * $clk_io_pct] -clock clk0 $non_clock_inputs
set_output_delay [expr $clk_period * $clk_io_pct] -clock clk0 [all_outputs]
### flow/run.sh
#!/bin/bash
# OpenROAD 26Q1-2900-gdf79404cd8, Yosys 0.63+post, stock flow scripts
make -C /OpenROAD-flow-scripts/flow DESIGN_CONFIG=/design/flow/config.mk WORK_HOME=/design/flow/orfs finish
### flow/config.mk
export PLATFORM = sky130hd
export DESIGN_NAME = mjr
export DESIGN_NICKNAME = mjr
export VERILOG_FILES = /design/flow/design.v
export SDC_FILE = /design/flow/constraint.sdc
export NUM_CORES = 4
export LEC_CHECK = 1
export CORE_AREA = 10 10 70 70
export DIE_AREA = 0 0 80 80
==> results.toml <==
# synthesis and place-and-route metrics
[outcome]
status = "finished, violations left"
violations = "setup timing"

[layout]
drive_gt1_share_pct = 50.00
area_growth_pct = 160.6
finish.cell_count_without_fillers = 70
ff_count = 0
layout.area.seq_um2 = 0
clock_buffers = 0
nFillCells = 408

[drt]
drc = 0
viasPerCell = 1.771
drt_iter0_drc = 2
routed_wl_um = 386
ant_nets = 0
avgRoutedWirePerCell_um = 5.514
via_count = 124
dr.pass1.iters = 2
antennaDiodeCount = 0

[final_timing]
relSlewSlack_pct = 91.12
tightestPinTransition_ns = 0.1295
rsz0062_at_grt = "yes"
hold_ws_ns = 0.7267
hold_viol = 0
timing.fmax_mhz = 964.8
timing.final.crit_share_pct = 103.7
min_period_ns = 1.037
finalSetupViolations = 1
drv_slew = 0
setup_ws_ns = -0.03650

[synthesis]
ys_chip_area_um2 = 88.84
ys_seq_share_pct = 0
top_area_share_pct = 22.54
topCellsByArea = "mux2i_1 23%, buf_4 17%, nand2b_1 14%, or3b_1 9.9%, nand2_1 8.5%"
synth.distinct_cells = 10
synth_top_cell_by_area = "mux2i_1"
netlist_area_um2 = 88.84
ys_cells = 14
synth_adder_area_share_pct = 0
synthTopCellsByCount = "2 x buf_4, 2 x mux2i_1, 2 x nand2_1, 2 x nand2b_1"
yosys_warnings = 0
synth-xor-area-share_pct = 0
synthMuxAreaShare_pct = 22.54
yosys.area_share.aoi_pct = 11.27
simple_gate_share_pct = 49.30
netlist_instances = 14
synthTopLogicFamily = "simple AND/OR/NAND/NOR gates"
syn_area_per_cell_um2 = 6.345

[floorplanning]
die_w_um = 80
io_pins = 9
dieArea_um2 = 6400
chipHeight_um = 80
fp_util_pct = 2.601
core-area_um2 = 3416
num_rows = 21

[worst_setup_path]
crit_family = "simple AND/OR/NAND/NOR gates"
slowest_stage = "or3b_1"
cp_max_fo = 6
crit_arrival_ns = 0.84
critPathKind = "input pin to output port"
worst-path-buf-inv = 2
max_stage_delay_ns = 0.36
cp-start-kind = "input pin"
end_kind = "output port"
path_cells = "buf_8, or3b_1, o21ai_1, buf_2"
crit_required_ns = 0.80

[clocking]
post_cts_buffers = 0
cts_hold_buffers = 0

[global_routing]
antenna_found_initial = 0
grt_max_degree = 8
grt_pass1_vias = 127
grtUsageTotal_pct = 1.154
grt-ovfl-total = 0
grt_pass1_wl_um = 614

[placed_design]
dp_cells = 70
routabilityCongestion = 0.7338
io_buffers = 9

[run]
warning_count = 34
maxCapViolations = 0

[hold_path]
min_path_type = "input pin to output port"

[pwr]
p_per_area_nw_per_um2 = 297.5
peakVddDrop_mv = 0.03551
p_total_mw = 0.06886
p_leak_nw = 0.09576
-- what timing repair did --
action | 4_1_cts | 5_1_grt
setup endpoints to repair | 6 | 5
resized | 39 | 1
pin swaps | 5 | 0
-- worst min-delay path: stages --
cell and delay (ns):
buf_8 0.08, or3b_1 0.09, o21ai_1 0.05, buf_2 0.10
-- area by class of cell --
type	count	area (um^2)	area share, %
multi-input combinational	12	78.83	34.05
tap	46	57.56	24.86
timing repair buffer	12	95.09	41.08
-- logic make-up after synthesis --
logic type,after synthesis
AND/OR/NAND/NOR,8
buffers and inverters,2
multiplexers,2
AND-OR/OR-AND,2
-- power breakdown --
| part | total, mW | switching (mW) | leakage, nW | internal [mW] |
|---|---|---|---|---|
| clock | 0 | 0 | 0 | 0 |
| combinational | 0.0689 | 0.0246 | 0.0958 | 0.0442 |
| sequential | 0 | 0 | 0 | 0 |
| total | 0.0689 | 0.0246 | 0.0958 | 0.0442 |
-- cell usage in the layout (no fill, tap or decap) --
master | netlist | final
buf_2 | 0 | 5
nor2_1 | 1 | 1
o21ai_1 | 1 | 2
buf_8 | 0 | 1
clkdlybuf4s15_1 | 0 | 1
nand2_1 | 2 | 2
nor3_2 | 0 | 1
and3_1 | 1 | 1
buf_4 | 2 | 3
nand2b_1 | 2 | 2
or3b_1 | 1 | 1
mux2i_1 | 2 | 2
buf_6 | 0 | 2
-- path summary, 6_finish.rpt --
path	from	cells past startpoint	to
worst max-delay path	dataInput3[0]	4	errorInChannel1
worst min-delay path	dataInput3[0]	4	errorInChannel1
-- per-layer routing --
metal,wire length [um],GRT usage [%]
met1,153,1.252
met3,57,0.4545
met5,0,0
met4,0,0
met2,175,2.167
-- per-stage QoR --
step	setup TNS (ns)	utilization, %	setup WS (ns)	area [um^2]
2_1_floorplan	0	-	0.1087	88.84
3_5_place_dp	-4.549	7.143	-0.8453	244.0
5_1_grt	-0.1547	6.777	-0.1086	231.5
6_report	-0.03650	6.777	-0.03650	231.5
4_1_cts	-0.04581	6.703	-0.04581	229.0
3_3_place_gp	-4.461	7.143	-0.8278	244.0
Power is estimated from default activity; no workload was simulated.
