[flow/constraint.sdc]
current_design triple_register_we

set clk_period 1.0
set clk_io_pct 0.2

create_clock -name clk0 -period $clk_period [get_ports {clk}]

set non_clock_inputs [all_inputs -no_clocks]
set_input_delay [expr $clk_period * $clk_io_pct] -clock clk0 $non_clock_inputs
set_output_delay [expr $clk_period * $clk_io_pct] -clock clk0 [all_outputs]
[flow/run.sh]
#!/bin/bash
# OpenROAD 26Q1-2900-gdf79404cd8, Yosys 0.63+post, stock flow scripts
make -C /OpenROAD-flow-scripts/flow DESIGN_CONFIG=/design/flow/config.mk WORK_HOME=/design/flow/orfs finish
[flow/config.mk]
export PLATFORM = sky130hd
export DESIGN_NAME = triple_register_we
export DESIGN_NICKNAME = triple_register_we
export VERILOG_FILES = /design/flow/design.v
export SDC_FILE = /design/flow/constraint.sdc
export NUM_CORES = 4
export LEC_CHECK = 1
export CORE_AREA = 10 10 81 81
export DIE_AREA = 0 0 91 91
[flow/design.v]
module triple_register 
        #(
        parameter p_width=8
        )
    (
        input                       clk,
        input                       rstN,
        input  [p_width-1:0]        inpdata_1,
                                    inpdata_2,
                                    inpdata_3,
        output logic [p_width-1:0]  outp_data_1,
                                    outp_data_2,
                                    outp_data_3
        );
logic   [p_width-1:0]     register_1, register_2, register_3;
assign outp_data_1 = register_1;
assign outp_data_2 = register_2;
assign outp_data_3 = register_3;
always_ff @ (posedge clk)
    if (!rstN)
        begin
            register_1 <= '0;
            register_2 <= '1;
        end
    else
        begin
            register_1 <= inpdata_1;
            register_2 <= inpdata_2;
            register_3 <= inpdata_3;
        end
endmodule
module triple_register_we
        #(
        parameter p_width=8
        )
    (
        input                       clk,
        input                       rstN,
        input                       we,
        input  [p_width-1:0]        inpdata_1,
                                    inpdata_2,
                                    inpdata_3,
        output logic [p_width-1:0]  outp_data_1,
                                    outp_data_2,
                                    outp_data_3
        );
logic   [p_width-1:0]     register_1, register_2, register_3;
assign outp_data_1 = register_1;
assign outp_data_2 = register_2;
assign outp_data_3 = register_3;
always_ff @ (posedge clk)
    if (!rstN)
        begin
            register_1 <= '0;
            register_2 <= '1;
        end
    else
        begin
            register_1 <= inpdata_1;
            register_2 <= inpdata_2;
            register_3 <= inpdata_3;
        end
endmodule
==> Changelog: implementation <==
## Implementation

* Total negative slack at 0 ns
* Hold path start: inpdata_3[0]
* Area leader, netlist: dfxtp_1
* Slew Viols, Final at 0
* Syn_area_per_cell at 16.4 um^2
* DR pass1 iterations at 2
* OpenROAD warnings at 27
* Top cells by count: dfxtp_1 (16), and2_1 (8), edfxtp_1 (8), nand2b_1 (4), or2b_1 (4)
* Mapped cell area at 673 um^2
* Placer Congestion at ~0.69
* Core Rows at 25
* Routed WL at between 1500 and 2000 um
* Via count at between 400 and 500
* HP Class: in2reg
* Critical Path Max Stage Delay at 0.37 ns
* Initial antenna violation count at 0
* First-pass GRT wire length at roughly 3000 um
* Routed WL per cell at 12.2 um
* Final min period at around 0.95 ns
* Number of H-tree levels at 1
* Worst EP required at 0.80 ns
* Setup violations, final at 0
* Worst-margin pin slew at 0.110 ns
* Fraction of layout cells with a size suffix above 1 at 0.234
* EDFF count, synth at 8
* Top-count cell post-synth: dfxtp_1
* Design Power at roughly 2.1 mW
* Leak at 0.501 nW
* Slew HR at 0.926
* Initial DRC count at 1
* Syn Inst Count at 41
* Status: completed
* Die area at between 8000 and 9000 um^2
* Synth top area cells: dfxtp_1 (48%), edfxtp_1 (36%), and2_1 (7.4%)
* CP Cell Sequence: buf_2
* Synthesis Warnings at 1
* CTS tree: built
* # DRC at 0
* CTS Sinks at 24
* CP max FO at 1
* Die height at 91 um
* Clock transition at path regs at 0.08 ns
* Max Buffers Root-to-Sink at 2
* WS Path Type: reg2out
* Fmax achieved at 1.05 GHz
* Fillers at between 500 and 600
* Pwr/cell area at 1640 nW/um^2
* Worst setup EP type: output pin
* VDD IR-drop max at 0.543 mV
* Vias in the first global route at around 570
* Synth cell types at 6
* Critical-path top delay cell: edfxtp_1
* GRT Total Usage at 0.0461
* Buf/Inv on CP at 1
* CTS buffer count at 3
* CP arrival at 0.75 ns
* Max-cap violations at 0
* Init Core Util at 0.140
* RSZ-0062 raised after global routing: true
* CTS Root Cell: clkbuf_8
* Via density at 3.02
* Core Area at approximately 4800 um^2
* Chip width at between 90 and 100 um
* Most common reg cell: dfxtp_1
* Synth async-reset ratio at 0
* Hold path endpoint: register_3[0]$_DFFE_PP_
* Register bit total from synthesis at 24
* Remaining global-route overflow at 0
* Area share, top type at 0.476
* Synthesis area per yosys at 673 um^2
* Final Hold Vio Count at 0
* ANT nets after route at 0
* I/O Buffers at 49
* Seq share, synth at 0.833
* Area growth from synthesis to layout at 90.7%
* Family with the most delay on the worst path: flip-flops
* Largest net degree at the start of global routing at 25
* Hold Path Stages at 1
* Antenna cells at 0
* Num ports at 51
* Yosys stat cell total at 41
* Final period utilization at 0.953
* Startpoint types: flop
[power breakdown]
| part | internal, mW | total (mW) | switching [mW] |
|---|---|---|---|
| Sequential | 1.07 | 1.09 | 0.0142 |
| Combinational | 0.159 | 0.202 | 0.0433 |
| Clock | 0.534 | 0.817 | 0.283 |
| Total | 1.76 | 2.10 | 0.340 |
[metrics by stage]
step	area, um^2	setup WS (ns)	hold slack, ns	std cells	utilization
finish	1280	0.0466	0.491	161	0.266
floorplan	673	0.414	0.273	41	-
detailed placement	1260	-0.237	0.758	157	0.262
CTS	1290	0.0234	0.482	161	0.269
global route	1280	-0.00664	0.492	161	0.266
global placement	1260	-0.215	0.767	157	0.262
[routing by layer]
layer | track usage | vias to the layer above | part of all wire
met5 | 0 | - | 0
met4 | 0.00261 | 0 | 0
met3 | 0.0315 | 0 | 0.12
met2 | 0.0829 | 30 | 0.53
met1 | 0.0446 | 221 | 0.35
li1 | - | 235 | -
[worst max path at each step]
stage                       startpoint              to  slack (ns)  cells past startpoint
CTS           register_2[5]$_SDFF_PN1_  outp_data_2[5]        0.02                      1
global route   register_3[4]$_DFFE_PP_  outp_data_3[4]      -0.007                      1
finish         register_3[5]$_DFFE_PP_  outp_data_3[5]        0.05                      1
[kinds of logic after synthesis]
logic type             after synthesis  share of synthesized area
DFF                                 24                      0.833
and+or+nand+nor                     16                      0.156
buffers and inverters                1                     0.0112
[layout make-up]
cell class              count  area (um^2)  share of cell area
well taps                  67         83.8              0.0653
clock inverters             1         30.0              0.0234
multi-input cells          16          105              0.0819
flip-flops and latches     24          568               0.442
clock buffers               3         41.3              0.0322
repair buffers             50          455               0.355
[layout by cell type (no fill, tap or decap), drive strengths merged]
cell type	netlist	routed
bufinv	0	1
clkdlybuf4s50	0	25
clkbuf	0	6
buf	1	9
edfxtp	8	8
dfxtp	16	16
and2	8	8
or2b	4	4
nand2b	4	4
clkdlybuf4s15	0	13
[flip-flops by register name, summed over array words and instances (netlist names)]
signal	cells
register_1	8
register_2	8
register_3	8
[timing repair]
item	CTS	global route
gates resized	58	7
buffers inserted	0	0
gates cloned	0	0
hold buffers	0	0
setup endpoints to repair	24	6
Power and IR drop assume default switching activity.
